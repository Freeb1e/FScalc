`design/flow/config.mk`:
```
export PLATFORM = sky130hd
export DESIGN_NAME = FIFO
export DESIGN_NICKNAME = FIFO
export VERILOG_FILES = /design/flow/design.v
export SDC_FILE = /design/flow/constraint.sdc
export NUM_CORES = 4
export LEC_CHECK = 1
export CORE_UTILIZATION = 50
```
`design/flow/run.sh`:
```
#!/bin/bash
# OpenROAD 26Q1-2900-gdf79404cd8, Yosys 0.63+post, stock flow scripts
make -C /OpenROAD-flow-scripts/flow DESIGN_CONFIG=/design/flow/config.mk WORK_HOME=/design/flow/orfs finish
```
`design/flow/design.v`:
```
interface PE_data_if #(    
    parameter DATA_WIDTH = 16,
    parameter WEIGHT_WIDTH = 4,
    parameter RESULT_WIDTH = 16
    );
    logic [3:0][DATA_WIDTH-1:0] data_in;
    logic [WEIGHT_WIDTH-1:0]weight_in;
    logic [RESULT_WIDTH-1:0] result_out;
    modport pe_slave (
        input data_in,
        input weight_in,
        output result_out
    );
    modport pe_master (
        output data_in,
        output weight_in,
        input result_out
    );
endinterface
interface engine_if #(    
    parameter DATA_WIDTH = 16,
    parameter WEIGHT_WIDTH = 4,
    parameter RESULT_WIDTH = 16,
    parameter PE_NUM = 4
    );
    logic [WEIGHT_WIDTH-1:0] common_weight_in;
    logic [PE_NUM-1:0][3:0][DATA_WIDTH-1:0] data_in;
    logic [PE_NUM-1:0][RESULT_WIDTH-1:0] result_out;
    modport engine_slave (
        input common_weight_in,
        input data_in,
        output result_out
    );
    modport engine_master (
        output common_weight_in,
        output data_in,
        input result_out
    );
endinterface
interface adder_if #(
    parameter DATA_WIDTH = 16,
    parameter SHIFT_WIDTH = 3,
    parameter PE_NUM = 4
    )(input logic clk,input logic rst_n);
    logic [PE_NUM-1:0][DATA_WIDTH-1:0] data_in;
    logic [SHIFT_WIDTH-1:0] shift_amount;
    logic [DATA_WIDTH-1:0] sum_out;
    logic init;
    modport adder_slave (
        input clk,
        input rst_n,
        input data_in,
        input shift_amount,
        input init,
        output sum_out
    );
    modport adder_master (
        input clk,
        input rst_n,
        output data_in,
        output shift_amount,
        output init,
        input sum_out
    );
endinterface
module FIFO #(
    parameter WIDTH = 32,   
    parameter DEPTH = 4     
)(
    input  logic             clk,
    input  logic             rstn,  
    input  logic             push,
    input  logic [WIDTH-1:0] din,
    input  logic             pop,
    output logic [WIDTH-1:0] dout,  
    output logic             full,
    output logic             empty
);
    logic [WIDTH-1:0] mem [DEPTH];
    logic [$clog2(DEPTH)-1:0] wr_ptr;
    logic [$clog2(DEPTH)-1:0] rd_ptr;
    logic [$clog2(DEPTH):0]   cnt;
    assign full  = (cnt == DEPTH);
    assign empty = (cnt == 0);
    assign dout  = mem[rd_ptr]; 
    always_ff @(posedge clk or negedge rstn) begin
        if (!rstn) begin
            wr_ptr <= 0;
            rd_ptr <= 0;
            cnt    <= 0;
        end else begin
            if (push && (!full || pop)) begin
                mem[wr_ptr] <= din;
                if (wr_ptr == DEPTH-1) wr_ptr <= 0;
                else                   wr_ptr <= wr_ptr + 1;
            end
            if (pop && !empty) begin
                if (rd_ptr == DEPTH-1) rd_ptr <= 0;
                else                   rd_ptr <= rd_ptr + 1;
            end
            case ({push && (!full || pop), pop && !empty})
                2'b10: cnt <= cnt + 1;
                2'b01: cnt <= cnt - 1;
                default: ;
            endcase
        end
    end
endmodule
```
`design/flow/constraint.sdc`:
```
current_design FIFO

set clk_period 4.5
set clk_io_pct 0.2

create_clock -name clk0 -period $clk_period [get_ports {clk}]

set non_clock_inputs [all_inputs -no_clocks]
set_input_delay [expr $clk_period * $clk_io_pct] -clock clk0 $non_clock_inputs
set_output_delay [expr $clk_period * $clk_io_pct] -clock clk0 [all_outputs]
```
==> Changelog: implementation <==
## Flow update

- Result of the run: finished clean
- Slew Limit Fails: 0
- Gp weighted congestion: 0.7737
- Total grt overflow: 0
- Slew headroom: between 40% and 50%
- Total die size: about 0.011 sq mm
- Top area contributor share: about three quarters
- Final Hold Fails: 0
- Die Wd: approximately 100 um
- Most common cell after layout, fill and taps aside: sky130_fd_sc_hd__edfxtp_1
- PwrDens: 653.3 mW/mm^2
- Tally of nets with antenna violations remaining after routing: 0
- Clock Sink Count: ~140
- Sequential Power Share: 36.7%
- Yosys top cell by area: sky130_fd_sc_hd__edfxtp_1
- Vias/cell: 5.441
- Yosys warns: 2
- Final routed wirelength across all metal layers: around 9300 um
- Area fraction in and, or, nand and nor cells: about 1.3%
- Static Leak: approximately 2.4 nW
- Critical path arrival: between 2 and 3 ns
- Instance count of the mapped netlist: around 290
- Layout filler cell count: ~700
- Worst-case clock skew: 0.007176 ns
- Buffer-and-inverter tally for the worst setup path: 3
- Unique cell type count in the Yosys netlist: 21
- Synthesized cell area: roughly 0.0052 sq mm
- Highest-count cells in the layout ignoring fill and taps: sky130_fd_sc_hd__edfxtp_1, sky130_fd_sc_hd__clkdlybuf4s50_1, sky130_fd_sc_hd__inv_1
- Cell at the root of the clock tree: sky130_fd_sc_hd__clkbuf_8
- CTS Buf Count: 17
- Adder share: between 2 and 3%
- Hold slack: about 0.5 ns
- Largest stage delay on the critical path: around 0.63 ns
- Number of hold-repair buffers added at the cts stage: 0
- Number of global-route vias before repair: approximately 3000
- First-pass GRT wire length: 14860 um
- Combinational fraction of design power: 29.0%
- Clock Pin Slew Worst Setup and Hold Paths: ~0.060 ns
- Worst setup margin: 0.6926 ns
- Share of synthesized area spent on multiplexers: approximately 7%
- Ratio of cells with drive above 1 in the final layout: 12.14%
- Element type at the critical path end: output port
- Startpoint kind of the worst setup timing path: register
- DIE HEIGHT: about 100 um
- Relative contribution of the clock network to total power: about a third
- Final setup vio count: 0
- CP Max Fanout: 17
- CTS tree: done
- Post-route clock period utilization: roughly 85%
- Actual transition at the worst max-transition pin: just under 0.8 ns
- Avg Cell Area, Syn: ~18 sq um
- Crit-path leading delay family: buffers and inverters
- Post-Place Setup Slack: roughly 1.2 ns
- Count of TritonRoute iterations in the first routing pass: 7
- Cells along the critical path: inv_1, ha_1, buf_4, a222oi_1, mux2i_1, clkdlybuf4s50_1
- Top Ports: 70
- GRT Overall Usage: between 10% and 20%
- Net Sw Power: roughly 1.1 mW
- Combined area of the multi-input logic cells: ~930 sq um
- Unrepaired setup endpoints after global routing: no
- Register area: 0.004019 sq mm
- Fraction of the mapped netlist area in compound gates: ~6.5%
- Slowest library cell on the worst path: sky130_fd_sc_hd__ha_1
- Std-Cell Rows: 36
- DRC violations left: 0
- Fraction of the yosys area taken by sequential cells: between 70% and 80%
- Post-DR wirelength/cell: around 18 um
- Dominant kind of combinational cell: multiplexers
- Buffer count from post-CTS setup fixing: 0
- Switch share: between 20 and 30%
- Post-synth area from yosys stat: between 0.005 and 0.006 sq mm
- MaxCap Viol Count: 0
- Maximum level of the CTS H-tree: 4
- Classification of the worst-slack hold path: register to register
- Yosys reg bits: roughly 140
- Largest voltage drop on the vdd net: between 0.3 and 0.4 mV
- Maximum operating frequency: around 260 MHz
- Overall via count from detail_route: around 2800
- Crit Path Category: register to output port
- Core utilization at floorplan: a little over half
- Post-synthesis to final-layout area growth: 29.14%
- Number of warnings in the stage logs: 31
- Cell count listed in synth_stat.txt: between 200 and 300
- Synth top area cells: sky130_fd_sc_hd__edfxtp_1, sky130_fd_sc_hd__a222oi_1, sky130_fd_sc_hd__mux2i_1, sky130_fd_sc_hd__dfrtp_1, sky130_fd_sc_hd__inv_1
- Parity-gate share of the synthesized area counting xor and xnor cells: 0.5086%
- Final sum of negative setup slack: 0 ns
- Number of diodes: 0
- Post-layout min period: between 3 and 4 ns
- Initial antenna violation count: 0
- Clock latency reported for the late side of the worst-skew pair: approximately 0.50 ns
- Maximum number of buffers from clock root to sink: 2
- Data required time of the critical path: 3.60 ns
- Internal power component: about 3.3 mW
- Total core area: roughly 0.0099 sq mm
- Starting DRC count in detailed routing: 231
- Gates resized, CTS repair: 0
- Placed wire-length estimate: between 5000 and 6000 um
- Number of buffers inserted by port buffering: 69
- Maximum number of pins on one net before global-route repair: 33
## cell type report
type	instances	area share (%)
well taps	133	2.494
multi-input cells	94	13.97
clock inverters	13	3.413
clock buffers	18	6.264
inverters	42	2.363
repair buffers	77	11.25
flip-flops and latches	135	60.24
## through the flow
stage	utilization, %	total power [mW]	cell area (sq um)	std cells
after floorplan	-	2.231	5166	285
after CTS	67.32	4.413	6671	512
after detailed placement	60.81	2.910	6026	481
final	67.32	4.359	6671	512
after global routing	67.32	4.594	6671	512
after global placement	60.81	2.896	6026	481
## worst paths after layout
kind | cells past startpoint | slack [ns] | start | end
max | 6 | 0.69 | rd_ptr[1]$_DFFE_PN0P_ | dout[8]
min | 1 | 0.50 | cnt[2]$_DFFE_PN0P_ | cnt[2]$_DFFE_PN0P_
max reg2reg | 4 | 2.34 | cnt[2]$_DFFE_PN0P_ | mem[1][23]$_DFFE_PP_
min reg2reg | 1 | 0.50 | cnt[2]$_DFFE_PN0P_ | cnt[2]$_DFFE_PN0P_
max in group asynchronous | 1 | 3.49 | rstn | rd_ptr[0]$_DFFE_PN0P_
min in group asynchronous | 1 | 0.71 | rstn | rd_ptr[1]$_DFFE_PN0P_
## synth_stat cells (all sizes together)
library cell / number
clkbuf: 8
inv: 42
nor2: 3
fa: 1
xor2: 2
nor3: 1
nor3b: 1
nand2: 1
xnor2: 1
mux2: 4
a222oi: 32
and3: 4
o21ai: 1
edfxtp: 128
ha: 9
nand2b: 1
buf: 6
dfrtp: 7
a21boi: 1
mux2i: 32
## cells by family (layout without fill, tap and decap cells)
family	after synthesis	count (layout)
mux	36	36
compound gates	34	34
fa+ha+maj	10	10
xor+xnor	3	3
simple gates	11	11
flops	135	135
buf+inv	56	150
## worst reg2reg max path, delay by kind of cell, from the launching register on
family                 cells  cell delay [ns]
and+or+nand+nor            2             0.83
DFF                        1             0.40
buffers and inverters      1             0.33
AOI/OAI and AO/OA          1             0.30
## power by group through the flow
stage | Clock (mW) | Sequential (mW) | Combinational, mW
finish | 1.49 | 1.60 | 1.26
global route | 1.58 | 1.61 | 1.40
CTS | 1.52 | 1.60 | 1.29
## metal layers
metal	GRT usage (%)	vias up	part of all wire, %
li1	-	1286	-
met1	30.32	1364	41
met2	29.96	129	50
met3	9.808	7	8.2
met4	3.061	0	0.83
met5	0	-	0
## state kept, by name (all words and copies together), names as in the netlist
name and cells:
mem 128, rd_ptr 2, cnt 3, wr_ptr 2
Power and IR drop assume default switching activity.
